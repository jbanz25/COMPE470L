**design/flow/config.mk**
```make
export PLATFORM = sky130hd
export DESIGN_NAME = bcd_7segment_decoder
export DESIGN_NICKNAME = bcd_7segment_decoder
export VERILOG_FILES = /design/flow/design.v
export SDC_FILE = /design/flow/constraint.sdc
export NUM_CORES = 4
export LEC_CHECK = 1
export CORE_AREA = 10 10 70 70
export DIE_AREA = 0 0 80 80
```
**design/flow/constraint.sdc**
```tcl
current_design bcd_7segment_decoder

set clk_period 1.6
set clk_io_pct 0.2

create_clock -name clk0 -period $clk_period

set non_clock_inputs [all_inputs -no_clocks]
set_input_delay [expr $clk_period * $clk_io_pct] -clock clk0 $non_clock_inputs
set_output_delay [expr $clk_period * $clk_io_pct] -clock clk0 [all_outputs]
```
**design/flow/design.v**
```verilog
module bcd_7segment_decoder(input[3:0]sw, output reg[6:0]seg);
always @*
    case(sw)
            0: seg = 7'b1000000;	 
			1: seg = 7'b1111001;	 
		    2: seg = 7'b0100100;	 
			3: seg = 7'b0110000;	 
			4: seg = 7'b0011001;	 
			5: seg = 7'b0010010;	 
			6: seg = 7'b0000010;	 
			7: seg = 7'b1111000;	 
			8: seg = 7'b0000000;	 
			9: seg = 7'b0010000;	 
			default: seg=7'b1111111;	 
    endcase
endmodule
```
**design/flow/run.sh**
```bash
#!/bin/bash
# OpenROAD 26Q1-2900-gdf79404cd8, Yosys 0.63+post, stock flow scripts
make -C /OpenROAD-flow-scripts/flow DESIGN_CONFIG=/design/flow/config.mk WORK_HOME=/design/flow/orfs finish
```
==> qor.txt <==
Outcome - finished clean
Storage element area - 0 um^2
Post-layout minimum cycle time - 1.57 ns
Adder share - 0.298
Worst hold stages - 4
Crit-path max FO - 4
Xor/xnor share - 0
Ys cells - 33
Row count - 21
Arr. time, crit path - 1.25 ns
IO Count - 11
Die H - 80 um
Fp util - 0.0615
Req. time, crit path - 1.28 ns
WHS - 1.06 ns
Tool warnings - 37
Placed cell areas - 399 um^2
YS warnings - 1
Total power - 0.0860 mW
Fill count - 397
First-iteration detailed-routing DRC count - 21
Vias - 254
Aggregate negative setup slack - 0 ns
Final Wtd Congestion - 0.761
Pre-CTS WS - -0.687 ns
Drt drc - 0
Multiplexer share - 0
Max rail drop VDD - 30.9 uV
Post-synthesis instance area - 210 um^2
Synth Instances - 33
Setup ws final - 0.0308 ns
Slew margin rel. - 0.833
Sink of the worst hold path - seg[4]
Fmax - 0.637 GHz
Worst Setup End Kind - primary output
Worst Tran Pin Value - 0.250 ns
Fin util - 0.121
Top Metal Used - met3
Cycle use final - 0.981
Critical path type - input port to primary output
Core area - 3420 um^2
Met2 wire len - 294 um
Met3 Wirelength - 29 um
Chip area line of the yosys report - 210 um^2
GRT Total Usage - 0.0212
Top cells, area - ha_1 (30%), o21ai_0 (14%), nand2b_1 (12%)
Antenna Cells - 0
GRT Residual Overflow - 0
Max-slew violations - 0
Area Overhead vs Synth - 97.0%
Vias in the first global route - 236
I/O Buffers - 11
Finished Cell Area - 414 um^2
Overall die area - 6400 um^2
PwrDens - 208 nW/um^2
Antenna Violating Nets Remaining - 0
Drt pass-1 iters - 3
Max_cap viols - 0
Share of cells above drive strength 1 - 0.388
Register share after synthesis - 0
Non-filler cells, final - 95
Cell taking the most area after synthesis - ha_1
M1 WL - 342 um
Clkbuf count - 0
First-pass GRT wire length - 1140 um
Avg Cell Area, Syn - 6.37 um^2
Largest non-sequential cell family by area - simple AND/OR/NAND/NOR gates
# placed instances - 93
Count of final setup violators - 0
Hold Vio Cnt, Final - 0
Pin count of the biggest net entering global routing - 11
Hpwl dp - 564 um
Routed WL per cell - 7.01 um
Die X - 80 um
Initial antenna violation count - 0
Max-area cell share - 0.298
AO/OA Area Share - 0.262
Hold wc startpoint - sw[0]
Critical Path Source Type - input port
Routed vias/inst - 2.67
RSZ-0062 raised after global routing - true
HP Class - input port to primary output
DRT Wirelength - 666 um
Flop count - 0
Leakage dissipation - 0.188 nW
Simple Share, Synth - 0.310
Distinct cells, synth - 13
-- timing repair --
item,in CTS,in global routing
setup buffers,2,0
resized,34,6
endpoints found under the setup margin,7,7
hold buffers,0,0
pin swaps,7,2
-- critical path, stage by stage --
cell and delay, ns:
buf_6 0.10, buf_6 0.11, or2b_1 0.25, a21oi_1 0.17, nor2_1 0.07, dlygate4sd2_1 0.23
-- placed cells by master, fill, tap and decap left out, drive strengths merged --
master / n
a21oi: 3
a31oi: 1
buf: 12
clkbuf: 1
clkdlybuf4s15: 1
dlygate4sd2: 4
ha: 5
inv: 3
nand2: 2
nand2b: 4
nor2: 5
o21ai: 6
or2: 1
or2b: 1
-- Yosys cell counts --
master / count
nand2b_1: 4
nand2_1: 2
nor2_1: 5
or2_1: 1
or2b_1: 1
a21oi_1: 2
inv_1: 3
ha_1: 5
buf_2: 1
o21ai_0: 6
a31oi_1: 1
buf_6: 1
a21oi_2: 1
-- where the power goes --
group          total (mW)  internal (mW)  switching, mW
registers               0              0              0
logic              0.0860         0.0502         0.0358
clock network           0              0              0
-- per-layer routing --
metal  up-vias  track usage
li1        140            -
met1       108       0.0316
met2         6       0.0337
met3         0      0.00227
met4         0            0
met5         -            0
-- worst max path at each step --
| stage | from | to | slack [ns] | cells after the start |
|---|---|---|---|---|
| after CTS | sw[1] | seg[4] | 0.0005 | 8 |
| after global routing | sw[0] | seg[1] | -0.02 | 6 |
| final | sw[1] | seg[5] | 0.03 | 6 |
-- cell families (layout without fill, tap and decap cells) --
group,count (synthesis),after routing
buf+inv,5,21
compound gates,10,10
simple gates,13,13
fa+ha+maj,5,5
-- final cells by class --
class	instances	area, um^2	share of cell area
timing repair buffer	18	145	0.350
multi-input combinational	28	200	0.483
inverter	3	11.3	0.0272
tap	46	57.6	0.139
Power is estimated from default activity; no workload was simulated.
