[flow/design.v]
`timescale 1ns / 1ps
module BCD_Counter(input clk, input enable, input load, input clr, input up, input [3:0] D, output reg CO, output reg [3:0] Q);
reg[3:0] count;  
reg c;  
always @ (posedge clk) begin
    if (clr == 1'b1) begin 
        count = 0;
        c = 0;
     end
     else begin
        if (enable == 1'b1) begin  
            if (load == 1'b1) count = D;
            else begin
                if (up == 1'b1) begin  
                    count = count + 1;
                    if (count > 9) count = 0;  
                    if (count == 9) c = 1'b1;  
                    else c = 1'b0;  
             end
             else begin
                count = count - 1;  
                if ((count == 0) || (count > 9)) begin
                    count = 0;
                    c = 1'b1;
               end 
               else c = 1'b0;
           end
           end
        end
        CO = c;  
        Q = count;  
      end
    end
endmodule
[flow/constraint.sdc]
current_design BCD_Counter

set clk_period 1.7
set clk_io_pct 0.2

create_clock -name clk0 -period $clk_period [get_ports {clk}]

set non_clock_inputs [all_inputs -no_clocks]
set_input_delay [expr $clk_period * $clk_io_pct] -clock clk0 $non_clock_inputs
set_output_delay [expr $clk_period * $clk_io_pct] -clock clk0 [all_outputs]
[flow/config.mk]
export PLATFORM = sky130hd
export DESIGN_NAME = BCD_Counter
export DESIGN_NICKNAME = BCD_Counter
export VERILOG_FILES = /design/flow/design.v
export SDC_FILE = /design/flow/constraint.sdc
export NUM_CORES = 4
export LEC_CHECK = 1
export CORE_AREA = 10 10 84 84
export DIE_AREA = 0 0 94 94
[flow/run.sh]
#!/bin/bash
# OpenROAD 26Q1-2900-gdf79404cd8, Yosys 0.63+post, stock flow scripts
make -C /OpenROAD-flow-scripts/flow DESIGN_CONFIG=/design/flow/config.mk WORK_HOME=/design/flow/orfs finish
==> results.toml <==
# generated from flow reports
[status]
outcome = "finished, violations left"
violations = "setup timing"

[worst_setup_path]
r2r_setup_slack_ns = -0.0003
rr_worst_depth = 6
rr_startpoint = "count[0]$_SDFF_PP0_"
crit_fanout = 8
required_ns = 1.76
endpoint_kind = "flop"
timing.rr.end = "Q[0]$_DFFE_PN_"
criticalPathCategory = "reg -> reg"
start_kind = "flop"
arrival_ns = 1.76

[pwr]
pwr-share-seq_pct = 34.3
vdd_drop_max_uv = 241
p_comb_share_pct = 38.0
power_mw = 0.881
intPower_mw = 0.623
p_leak_nw = 0.504
clkPwrFrac_pct = 27.8
swShare_pct = 29.3
p_sw_mw = 0.258
cellPowerDensity_nw_per_um2 = 683

[worst_hold_path]
hp-class = "reg -> reg"
worstHoldStart = "c$_SDFF_PP0_"
hold_end = "c$_SDFF_PP0_"
whs_path_depth = 2

[sta]
finalHoldViolCount = 0
relSlewSlack_pct = 80.4
period_needed_ns = 1.70
drv_slew = 0
report.final.setup_viol = 1
finalClockPeriodUsage_pct = 100
rsz0062_at_grt = "yes"
hold_ws_ns = 0.533
worst_pin_slew_ns = 0.290
clock_skew_ns = 0.00339
setup_tns_ns = -0.000308
setup_ws_ns = -0.000308
fmax_ghz = 0.588

[yosys]
netlist_area_um2 = 838
synth_cells = 87
postSynth.asyncResetShare_pct = 0
syn_avg_cell_area_um2 = 9.64
ys_area_um2 = 838
postSynthSeqShare_pct = 29.9
yosysWarnings = 1
yosysCellCount = 87
synth_flops = 10
edf_count = 5
synth_top_flop_cell = "edfxtp_1"
synth_cell_type_count = 44

[final_layout]
postLayoutCellArea_um2 = 1290
drive_gt1_share_pct = 37.2
area_growth_pct = 53.7
regArea_um2 = 256
comb_area_um2 = 571
fillers = 567
mostFrequentLayoutCells = "buf_4, clkdlybuf4s50_1, edfxtp_1, nor2_1"
final_common_cell = "buf_4"

[drt]
vias = 764
drc = 0
drt_iter0_markers = 48
dr.pass1.iters = 4
via_per_inst = 4.00
wl_per_cell_um = 11.3
ant_nets = 0
routed_wl_um = 2150
diodes = 0

[floorplanning]
die-area_um2 = 8840
coreArea_um2 = 5200
fp.dieH_um = 94
rows = 26
die_w_um = 94
io_pins = 14
fp_util_pct = 16.1

[clocking]
cts.path.max_buffers = 2
cts_buffers = 3
clock.latency.late_pin_ns = 0.23
htree_levels = 1
cts_tree = "built"
clock_sinks = 10
path_clk_slew_ns = 0.05
clockRootBuffer = "clkbuf_8"
cts.hold.buffers_added = 0

[job]
warning_count = 32
drv_cap = 0

[place]
placed_area_um2 = 1200
io_buffers = 13
dp_slack_ns = -0.135
gp_congestion = 0.872
place_hpwl_um = 1770

[grt]
grt_usage_pct = 5.13
grt_antenna_before_repair = 0
grt_pass1_vias = 820
grt_overflow = 0
grt_pass1_wl_um = 3750
grt_max_degree = 11
## synthesized netlist by cell type (3+ instances only)
master,number,area (µm²)
dfxtp_1,5,100
nand3_1,3,15.0
ha_1,5,62.6
nand2_1,5,18.8
o21ai_0,5,25.0
nor2_1,5,18.8
inv_1,5,18.8
edfxtp_1,5,150
## metal layers
layer	GRT usage, %	wire length (µm)	up-vias
li1	-	-	394
met1	6.29	1000	355
met2	9.27	1070	13
met3	0.969	68	2
met4	0.633	14	0
met5	0	0	-
## cell type report
class	instances	area share [%]
multi-input combinational	67	44.3
tap	70	6.80
clock buffer	3	3.20
clock inverter	1	0.291
inverter	5	1.65
sequential	10	19.9
timing repair buffer	35	23.9
## power by group through the flow
stage | combinational [mW] | sequential (mW) | clock (mW)
4_1_cts | 0.318 | 0.302 | 0.253
5_1_grt | 0.370 | 0.306 | 0.267
6_report | 0.334 | 0.302 | 0.244
## flip-flops by register name, summed over array words and instances (netlist names)
| signal | cells |
|---|---|
| CO | 1 |
| Q | 4 |
| c | 1 |
| count | 4 |
## how the worst max path moves through the flow
| stage | from | slack (ns) | end |
|---|---|---|---|
| after CTS | count[0]$_SDFF_PP0_ | -0.02 | Q[0]$_DFFE_PN_ |
| after global routing | count[0]$_SDFF_PP0_ | -0.11 | Q[0]$_DFFE_PN_ |
| final | count[0]$_SDFF_PP0_ | -0.0003 | Q[0]$_DFFE_PN_ |
## kinds of logic after synthesis
kind of cell	after synthesis	share of synthesized area [%]
and+or+nand+nor	32	24.5
AOI/OAI and AO/OA	25	23.1
buffers and inverters	10	6.57
DFF	10	29.9
adders and majority gates	5	7.46
muxes	3	4.18
xor gates and xnor gates	2	4.33
## critical path: stages (launching register included)
cell,delay [ns]
dfxtp_4,0.40
inv_4,0.05
ha_4,0.17
xor2_4,0.16
o21ba_1,0.19
mux2_4,0.29
o41ai_2,0.26
## metrics by stage
step	instances	util, %
after floorplan	87	-
after global placement	185	23.1
after detailed placement	185	23.1
after CTS	189	24.0
after global routing	191	24.8
final	191	24.8
## timing repair
| item | 4_1_cts | 5_1_grt |
|---|---|---|
| gates resized | 1 | 6 |
| endpoints found under the setup margin | 3 | 8 |
| pin swaps | 0 | 3 |
| buffers inserted | 0 | 2 |
Power and IR drop assume default switching activity.
